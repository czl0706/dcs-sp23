--- ./design.v ---
module DCT(
	clk,
	rst_n,
	in_valid,
	in_data,
	out_valid,
	out_data
);
input        clk, rst_n, in_valid;
input signed [7:0]in_data;
output logic out_valid;
output logic signed[9:0]out_data;
integer i,j;
logic signed [7:0]dctmtx[0:3][0:3];
logic [2:0]STATE,NS;
logic [3:0]input_cnt;
logic signed [7:0]inbuffer[0:3][0:3];
logic [3:0]output_cnt;
logic signed [9:0]outbuffer[0:3][0:3];
logic [4:0] counter, counter_nxt;
logic signed [9:0] mul1 [3:0];
logic signed [9:0] mul2 [3:0];
logic signed [31:0] result [3:0];
logic signed [9:0] outbuffer_nxt [0:3][0:3];
logic out_valid_nxt;
logic signed [9:0] out_data_nxt;
logic signed [9:0] outbuffer_1 [0:3][0:3];
logic signed [9:0] outbuffer_1_nxt [0:3][0:3];
parameter [1:0] IDLE = 0, INPUT = 1, OUTPUT = 2, CALC = 3;
assign dctmtx[0][0] = 8'b01000000;
assign dctmtx[0][1] = 8'b01000000;
assign dctmtx[0][2] = 8'b01000000;
assign dctmtx[0][3] = 8'b01000000;
assign dctmtx[1][0] = 8'b01010011;
assign dctmtx[1][1] = 8'b00100010;
assign dctmtx[1][2] = 8'b11011110;
assign dctmtx[1][3] = 8'b10101101;
assign dctmtx[2][0] = 8'b01000000;
assign dctmtx[2][1] = 8'b11000000;
assign dctmtx[2][2] = 8'b11000000;
assign dctmtx[2][3] = 8'b01000000;
assign dctmtx[3][0] = 8'b00100010;
assign dctmtx[3][1] = 8'b10101101;
assign dctmtx[3][2] = 8'b01010011;
assign dctmtx[3][3] = 8'b11011110;
always_ff@(posedge clk or negedge rst_n)begin
	if(~rst_n)begin
		STATE<=0;
		out_valid<=0;
		out_data<=0;
	end
	else begin
		STATE<=NS;
		out_valid<= (STATE==OUTPUT);
		out_data<= (STATE==OUTPUT ? outbuffer[output_cnt[3:2]][output_cnt[1:0]] : 0);
	end
end
always_comb begin
	outbuffer_nxt[0][0] = outbuffer[0][0];
	outbuffer_nxt[0][1] = outbuffer[0][1];
	outbuffer_nxt[0][2] = outbuffer[0][2];
	outbuffer_nxt[0][3] = outbuffer[0][3];
	outbuffer_nxt[1][0] = outbuffer[1][0];
	outbuffer_nxt[1][1] = outbuffer[1][1];
	outbuffer_nxt[1][2] = outbuffer[1][2];
	outbuffer_nxt[1][3] = outbuffer[1][3];
	outbuffer_nxt[2][0] = outbuffer[2][0];
	outbuffer_nxt[2][1] = outbuffer[2][1];
	outbuffer_nxt[2][2] = outbuffer[2][2];
	outbuffer_nxt[2][3] = outbuffer[2][3];
	outbuffer_nxt[3][0] = outbuffer[3][0];
	outbuffer_nxt[3][1] = outbuffer[3][1];
	outbuffer_nxt[3][2] = outbuffer[3][2];
	outbuffer_nxt[3][3] = outbuffer[3][3];
	outbuffer_1_nxt[0][0] = outbuffer_1[0][0];
	outbuffer_1_nxt[0][1] = outbuffer_1[0][1];
	outbuffer_1_nxt[0][2] = outbuffer_1[0][2];
	outbuffer_1_nxt[0][3] = outbuffer_1[0][3];
	outbuffer_1_nxt[1][0] = outbuffer_1[1][0];
	outbuffer_1_nxt[1][1] = outbuffer_1[1][1];
	outbuffer_1_nxt[1][2] = outbuffer_1[1][2];
	outbuffer_1_nxt[1][3] = outbuffer_1[1][3];
	outbuffer_1_nxt[2][0] = outbuffer_1[2][0];
	outbuffer_1_nxt[2][1] = outbuffer_1[2][1];
	outbuffer_1_nxt[2][2] = outbuffer_1[2][2];
	outbuffer_1_nxt[2][3] = outbuffer_1[2][3];
	outbuffer_1_nxt[3][0] = outbuffer_1[3][0];
	outbuffer_1_nxt[3][1] = outbuffer_1[3][1];
	outbuffer_1_nxt[3][2] = outbuffer_1[3][2];
	outbuffer_1_nxt[3][3] = outbuffer_1[3][3];
	mul1[0] = 0; mul2[0] = 0; result[0] = 0;
	mul1[1] = 0; mul2[1] = 0; result[1] = 0;
	mul1[2] = 0; mul2[2] = 0; result[2] = 0;
	mul1[3] = 0; mul2[3] = 0; result[3] = 0;
	counter_nxt = counter + 1;
	NS = STATE;
	out_valid_nxt = 0;
	out_data_nxt  = 0;
	case(STATE)
		IDLE:begin
			if(in_valid) NS = INPUT;
		end
		INPUT:begin
			if(~in_valid) begin
				NS = CALC;
				counter_nxt = 0;
			end
		end
		CALC: begin
			case (counter[4]) 
				0: begin
					mul1[0] = dctmtx[counter[3:2]][0];
					mul1[1] = dctmtx[counter[3:2]][1];
					mul1[2] = dctmtx[counter[3:2]][2];
					mul1[3] = dctmtx[counter[3:2]][3];
					mul2[0] = inbuffer[0][counter[1:0]];
					mul2[1] = inbuffer[1][counter[1:0]];
					mul2[2] = inbuffer[2][counter[1:0]];
					mul2[3] = inbuffer[3][counter[1:0]];
				end
				1: begin
					mul1[0] = outbuffer_1[counter[3:2]][0];
					mul1[1] = outbuffer_1[counter[3:2]][1];
					mul1[2] = outbuffer_1[counter[3:2]][2];
					mul1[3] = outbuffer_1[counter[3:2]][3];
					mul2[0] = dctmtx[counter[1:0]][0];
					mul2[1] = dctmtx[counter[1:0]][1];
					mul2[2] = dctmtx[counter[1:0]][2];
					mul2[3] = dctmtx[counter[1:0]][3];
				end
			endcase
			result[0] = mul1[0] * mul2[0];
			result[1] = mul1[1] * mul2[1];
			result[2] = mul1[2] * mul2[2];
			result[3] = mul1[3] * mul2[3];
			case (counter[4]) 
				0: begin
					outbuffer_1_nxt[counter[3:2]][counter[1:0]] = (result[0] + result[1] + result[2] + result[3]) / 128;
				end
				1: begin
					outbuffer_nxt[counter[3:2]][counter[1:0]] = (result[0] + result[1] + result[2] + result[3]) / 128;
				end
			endcase
			if (counter == 31) begin
				NS = OUTPUT;
			end
		end
		OUTPUT:begin
			if(output_cnt==15) NS = IDLE;
		end
	endcase
end
always_ff@(posedge clk or negedge rst_n)begin
	if(~rst_n)begin
		input_cnt<=0;
	end
	else begin
		if(in_valid)begin
			input_cnt<=input_cnt+1;
		end
		else begin
			input_cnt<=0;
		end
	end
end
always_ff@(posedge clk or negedge rst_n)begin
	if(~rst_n)begin
		for(i=0;i<4;i=i+1)begin
			for(j=0;j<4;j=j+1)begin
				inbuffer[i][j]<=0;
			end
		end
	end
	else begin
		if(in_valid)begin
			inbuffer[input_cnt[3:2]][input_cnt[1:0]]<=in_data;
		end
	end
end
always_ff@(posedge clk or negedge rst_n)begin
	if(~rst_n)begin
		output_cnt<=0;
	end
	else begin
		if(STATE==OUTPUT)begin
			output_cnt<=output_cnt+1;
		end
		else begin
			output_cnt<=0;
		end
	end
end
always_ff @(posedge clk) begin
	counter <= counter_nxt;
	outbuffer[0][0] <= outbuffer_nxt[0][0];
	outbuffer[0][1] <= outbuffer_nxt[0][1];
	outbuffer[0][2] <= outbuffer_nxt[0][2];
	outbuffer[0][3] <= outbuffer_nxt[0][3];
	outbuffer[1][0] <= outbuffer_nxt[1][0];
	outbuffer[1][1] <= outbuffer_nxt[1][1];
	outbuffer[1][2] <= outbuffer_nxt[1][2];
	outbuffer[1][3] <= outbuffer_nxt[1][3];
	outbuffer[2][0] <= outbuffer_nxt[2][0];
	outbuffer[2][1] <= outbuffer_nxt[2][1];
	outbuffer[2][2] <= outbuffer_nxt[2][2];
	outbuffer[2][3] <= outbuffer_nxt[2][3];
	outbuffer[3][0] <= outbuffer_nxt[3][0];
	outbuffer[3][1] <= outbuffer_nxt[3][1];
	outbuffer[3][2] <= outbuffer_nxt[3][2];
	outbuffer[3][3] <= outbuffer_nxt[3][3];
	outbuffer_1[0][0] <= outbuffer_1_nxt[0][0];
	outbuffer_1[0][1] <= outbuffer_1_nxt[0][1];
	outbuffer_1[0][2] <= outbuffer_1_nxt[0][2];
	outbuffer_1[0][3] <= outbuffer_1_nxt[0][3];
	outbuffer_1[1][0] <= outbuffer_1_nxt[1][0];
	outbuffer_1[1][1] <= outbuffer_1_nxt[1][1];
	outbuffer_1[1][2] <= outbuffer_1_nxt[1][2];
	outbuffer_1[1][3] <= outbuffer_1_nxt[1][3];
	outbuffer_1[2][0] <= outbuffer_1_nxt[2][0];
	outbuffer_1[2][1] <= outbuffer_1_nxt[2][1];
	outbuffer_1[2][2] <= outbuffer_1_nxt[2][2];
	outbuffer_1[2][3] <= outbuffer_1_nxt[2][3];
	outbuffer_1[3][0] <= outbuffer_1_nxt[3][0];
	outbuffer_1[3][1] <= outbuffer_1_nxt[3][1];
	outbuffer_1[3][2] <= outbuffer_1_nxt[3][2];
	outbuffer_1[3][3] <= outbuffer_1_nxt[3][3];
end
endmodule
--- ./run.sh ---
#!/bin/bash
# OpenROAD 26Q1-2900-gdf79404cd8, Yosys 0.63+post, stock flow scripts
make -C /OpenROAD-flow-scripts/flow DESIGN_CONFIG=/design/flow/config.mk WORK_HOME=/design/flow/orfs finish
--- ./config.mk ---
export PLATFORM = sky130hd
export DESIGN_NAME = DCT
export DESIGN_NICKNAME = DCT
export VERILOG_FILES = /design/flow/design.v
export SDC_FILE = /design/flow/constraint.sdc
export NUM_CORES = 4
export LEC_CHECK = 1
export CORE_UTILIZATION = 40
--- ./constraint.sdc ---
current_design DCT

set clk_period 25.4
set clk_io_pct 0.2

create_clock -name clk0 -period $clk_period [get_ports {clk}]

set non_clock_inputs [all_inputs -no_clocks]
set_input_delay [expr $clk_period * $clk_io_pct] -clock clk0 $non_clock_inputs
set_output_delay [expr $clk_period * $clk_io_pct] -clock clk0 [all_outputs]
==> results.env <==
CHIPAREA_UM2=92000
GLOBAL_ROUTE_WIRE_LENGTH_BEFORE_REPAIR_UM=146000
YS.FLOP_TYPE='sky130_fd_sc_hd__edfxtp_1'
SIMPLE_GATE_AREA_FRAC=0.0734
RRSETUPSLACK_PS=13590
REG2REG_FROM='counter[2]$_DFF_P_'
SYN_AREA_UM2=36300
FIN_SKEW_PS=38.3
EDF_COUNT=320
CTS_ROOT_BUFFER='sky130_fd_sc_hd__clkbuf_16'
WORSTSETUPENDPOINT='outbuffer[4][9]$_DFFE_PP_'
DR.PASS1.ITERS=7
YOSYS.AREA_SHARE.AOI=0.0868
PERIOD_USED_SHARE=0.465
ANT_NETS=0
WORST_HOLD_STARTPOINT='STATE[0]$_DFF_PN1_'
FP.DIEW_UM=303
PATH_COMMON_CELL='sky130_fd_sc_hd__fa_1'
NUM_ANTENNA_CELLS=0
STATUS='finished clean'
CP.ARRIVAL_PS=12190
SETUP_VIOL_COUNT_FINAL=0
FINAL-MAX-SLEW-VIOLATION-COUNT=0
SYNTH_WARNINGS=10
CTS_NUM_SINKS=476
NUMBER_OF_CELLS_IN_YOSYS_STAT=3094
REG2REG_TO='outbuffer[4][9]$_DFFE_PP_'
CRIT_PATH_MAX_DELAY_CELL_TYPE='sky130_fd_sc_hd__fa_1'
PLACE_HPWL_UM=70400
SYNTH-ADDER-AREA-SHARE=0.334
REPLACE_CONGESTION=0.979
CRITICAL_PATH.MAX_FANOUT=49
TOP_LEVEL_PORTS=22
WORST_HOLD_CLASS='reg2reg'
WORST_SLEW_MARGIN_REL=0.316
SHARE_OF_THE_YOSYS_CHIP_AREA_BELONGING_TO_REGISTERS=0.371
POST_CTS_HOLD_BUFFER_COUNT=0
UTILIZATION=0.444
YOSYS-DOMINANT-COMB-FAMILY='adder cells'
SYNTH.AVG_CELL_AREA_UM2=11.7
ROUTED_WL_PER_CELL_UM=21.2
SETUP_TNS_PS=0
NUM_VIAS=22500
DR.FIRST_ITER.DRC_COUNT=1115
DIE_HEIGHT_UM=303
ANTENNA_VIOLATIONS_BEFORE_REPAIR=0
TIMING.CRITICAL_PATH.FROM='counter[2]$_DFF_P_'
SYNTH_CELL_TYPES=76
H-TREE-DEPTH=2
CORE.ROWCOUNT=110
NFILLCELLS=8273
CRITPATHKIND='reg2reg'
TIMING_HOLD_VIOLATIONS_FINAL=0
GRT_PASS1_VIAS=24400
CLOCK_INSERTION_DELAY_WORST_SKEW_PS=610
YOSYS_AREA_UM2=36300
CRIT_PATH_MAX_INCR_DELAY_PS=610
FINAL_CRITICAL_PERIOD_PS=11810
SETUP_CRIT_START_KIND='register'
CORE_AREA_UM2=90000
TIMING.CRITICAL_PATH.REQUIRED_PS=25780
POSTSYNTHREGISTERBITS=476
LOGIC_AREA_UM2=20200
CP-END-KIND='register'
CTS-RESIZED-GATES=0
MUX_AREA_FRAC=0.0473
DRT_WL_TOTAL_UM=93000
MAXCLOCKFREQUENCY_MHz=84.7
FINAL_CELL_MIX='sky130_fd_sc_hd__inv_1 (606), sky130_fd_sc_hd__fa_1 (501), sky130_fd_sc_hd__edfxtp_1 (320)'
POSTSYNTHCELLCOUNT=3094
LAYOUT.CELLS.MOST_COMMON='sky130_fd_sc_hd__inv_1'
TIMING.MAX_CAP.VIOLATIONS=0
PATH_CLK_SLEW_PS=60
CTS_TREE='done'
YS_TOP_CELLS_BY_AREA='sky130_fd_sc_hd__fa_1 (28%), sky130_fd_sc_hd__edfxtp_1 (26%), sky130_fd_sc_hd__dfrtp_1 (10%), sky130_fd_sc_hd__inv_1 (6.3%), sky130_fd_sc_hd__ha_1 (5.8%)'
CLOCK_PATH_BUFFERS=3
OPENROAD.WARNINGS=46
YOSYSTOPAREACELL='sky130_fd_sc_hd__fa_1'
FF_LATCH_AREA_UM2=13500
GRT_SETUP_UNREPAIRED='false'
OVERALL_OVERFLOW_REMAINING_AFTER_GLOBAL_ROUTE=0
FINAL_LAYOUT_SIZE_SUFFIX_GT1_FRAC=0.118
SYNTH.TOP_CELL.AREA_SHARE=0.276
CTS_SETUP_BUFFERS=0
ASYNC_SR_FLOP_FRACTION=0.317
PIN_COUNT_OF_THE_BIGGEST_NET_ENTERING_GLOBAL_ROUTING=58
IO_BUFFER_COUNT=21
RR_WORST_DEPTH=37
DRC_ERRORS=0
SYN_TO_FINAL_GROWTH_PCT=9.98
VIA_PER_INST=5.15
WORST-SLEW-PIN-TRANSITION_PS=1010
GRT_USAGE=0.228
FLOORPLAN.CORE_UTIL=0.403
CTS_BUFFERS=48
XOR_XNOR_SHARE=0.00965
==> worst max-delay path, delay by kind of cell, from the launching register on <==
family                     cells  cell delay [ps]
adders and majority gates     12             5200
AOI/OAI and AO/OA              7             2130
and+or+nand+nor                8             1920
buffers and inverters          8             1280
xor gates and xnor gates       2              570
DFF                            1              470
==> Yosys cell counts, types with 29 or more instances <==
master and count:
sky130_fd_sc_hd__inv_1 606, sky130_fd_sc_hd__fa_1 501, sky130_fd_sc_hd__edfxtp_1 320, sky130_fd_sc_hd__nor2_1 199, sky130_fd_sc_hd__nand2_1 187, sky130_fd_sc_hd__ha_1 169, sky130_fd_sc_hd__dfrtp_1 150, sky130_fd_sc_hd__mux2_2 140
sky130_fd_sc_hd__a22oi_1 113, sky130_fd_sc_hd__clkbuf_1 80, sky130_fd_sc_hd__o21ai_0 68, sky130_fd_sc_hd__a21oi_1 57, sky130_fd_sc_hd__and2_1 35, sky130_fd_sc_hd__nand3_1 34, sky130_fd_sc_hd__a31oi_1 29, sky130_fd_sc_hd__nor2b_1 29
sky130_fd_sc_hd__xnor2_1 29
==> state kept, by name (all words and copies together) (netlist names) <==
signal	cells
inbuffer	128
counter	5
input_cnt	4
outbuffer_1	160
STATE	4
output_cnt	4
outbuffer	160
out_data	10
out_valid	1
==> cells by family after synthesis <==
family                   Yosys count
buffers and inverters            726
AND-OR/OR-AND                    438
multiplexers                     153
AND/OR/NAND/NOR                  589
XOR/XNOR                          40
flip-flops                       476
adder cells (fa/ha/maj)          670
other                              2
==> per-stage QoR <==
step	cells	cell area (um^2)	setup slack, ps	hold slack, ps
6_report	4375	39900	13590	478
5_1_grt	4375	39900	12840	499
2_1_floorplan	3114	36400	14650	453
3_5_place_dp	4287	38300	13620	474
4_1_cts	4375	39900	13580	481
3_3_place_gp	4287	38300	13650	468
==> worst min path at each step <==
stage / end / depth (start not counted)
after CTS: STATE[0]$_DFF_PN1_ / 2
after global routing: STATE[0]$_DFF_PN1_ / 2
final: STATE[0]$_DFF_PN1_ / 2
==> final cells by class <==
class                           instances  share of cell area
Clock buffer                           66              0.0328
Multi-Input combinational cell       1912               0.506
Clock inverter                         22             0.00705
Sequential cell                       476               0.338
Tap cell                             1176              0.0368
Inverter                              611              0.0574
Timing Repair Buffer                  112              0.0224
==> per-layer routing <==
metal / wire, um / vias up / global-route usage
met5: 0 / - / 0
met1: 37300 / 11300 / 0.325
met2: 43000 / 821 / 0.340
met4: 1940 / 0 / 0.0382
met3: 10700 / 98 / 0.111
li1: - / 10300 / -
