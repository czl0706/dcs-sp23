==> flow/design.v <==
module Fpc(
clk,
rst_n,
in_valid,
in_a,
in_b,
mode,
out_valid,
out
);
input clk, rst_n, in_valid, mode;
input [15:0] in_a, in_b;
output logic out_valid;
output logic [15:0] out;
parameter [1:0] IDLE = 0, ADD = 1, MULT = 2, OUTPUT = 3;
logic [1:0] state, state_nxt;
logic [15:0] num_a, num_b;
logic [15:0] num_a_nxt, num_b_nxt;
logic [15:0] reg_a, reg_b;
logic [15:0] reg_a_nxt, reg_b_nxt;
logic [15:0] w1, w2;
logic signed [8:0] num1, num2;
logic signed [9:0] sum;
logic [15:0] mul_buf;
logic [15:0] out_nxt;
logic out_valid_nxt;
always_comb begin
    num_a_nxt = num_a;
    num_b_nxt = num_b;
    reg_a_nxt = reg_a;
    reg_b_nxt = reg_b;
    state_nxt = state;
    out_nxt = 0;
    out_valid_nxt = 0;
    case (state) 
        IDLE: begin
            if (in_valid) begin
                num_a_nxt = in_a;
                num_b_nxt = in_b;
                state_nxt = (mode == 0) ? ADD : MULT;        
            end
        end
        ADD: begin
            if (num_a[14:7] > num_b[14:7]) begin
                w1 = num_a;
                w2 = num_b;
            end
            else begin
                w1 = num_b;
                w2 = num_a;
            end
            num1 = {1'b1, w1[6:0]};
            num2 = {1'b1, w2[6:0]} >> (w1[14:7] - w2[14:7]);
            if (w1[15]) begin
                num1 = ~num1 + 1'b1;
            end
            if (w2[15]) begin
                num2 = ~num2 + 1'b1;
            end
            sum = num1 + num2;
            if (sum[9]) begin
                out_nxt[15] = 1;
                sum = ~sum + 1;
            end
            else begin
                out_nxt[15] = 0;
            end
            if (sum[8]) begin
                out_nxt[14:7] = w1[14:7] + 1;
                out_nxt[6:0] = sum[7:1];
            end
            else if (sum[7]) begin
                out_nxt[14:7] = w1[14:7] + 0;
                out_nxt[6:0] = sum[6:0];
            end
            else if (sum[6]) begin
                out_nxt[14:7] = w1[14:7] - 1;
                out_nxt[6:0] = {sum[5:0], 1'b0};
            end
            else if (sum[5]) begin
                out_nxt[14:7] = w1[14:7] - 2;
                out_nxt[6:0] = {sum[4:0], 2'b0};
            end
            else if (sum[4]) begin
                out_nxt[14:7] = w1[14:7] - 3;
                out_nxt[6:0] = {sum[3:0], 3'b0};
            end
            else if (sum[3]) begin
                out_nxt[14:7] = w1[14:7] - 4;
                out_nxt[6:0] = {sum[2:0], 4'b0};
            end
            else if (sum[2]) begin
                out_nxt[14:7] = w1[14:7] - 5;
                out_nxt[6:0] = {sum[1:0], 5'b0};
            end
            else if (sum[1]) begin
                out_nxt[14:7] = w1[14:7] - 6;
                out_nxt[6:0] = {sum[1:0], 6'b0};
            end
            else begin
                out_nxt[14:7] = w1[14:7] - 7;
                out_nxt[6:0] = {sum[0], 7'b0};
            end
            state_nxt = OUTPUT;
            out_valid_nxt = 1;
        end
        MULT: begin
            out_nxt[15] = num_a[15] ^ num_b[15];
            mul_buf = {1'b1, num_a[6:0]} * {1'b1, num_b[6:0]};
            if (mul_buf[15]) begin
                out_nxt[14:7] = num_a[14:7] + num_b[14:7] + 1 - 127; 
                out_nxt[6:0] = mul_buf[14:8];
            end
            else begin
                out_nxt[14:7] = num_a[14:7] + num_b[14:7] - 127;
                out_nxt[6:0] = mul_buf[13:7];
            end
            state_nxt = OUTPUT;
            out_valid_nxt = 1;
        end
        OUTPUT: begin
            state_nxt = IDLE;
        end
    endcase
end
always_ff @(posedge clk, negedge rst_n) begin
    if (!rst_n) begin
        state <= IDLE;
        out <= 0;
        out_valid <= 0;
    end
    else begin
        state <= state_nxt;
        out <= out_nxt;
        out_valid <= out_valid_nxt;
    end
end
always_ff @(posedge clk) begin
    num_a <= num_a_nxt;
    num_b <= num_b_nxt;
    reg_a <= reg_a_nxt;
    reg_b <= reg_b_nxt;
end
endmodule
==> flow/run.sh <==
#!/bin/bash
# OpenROAD 26Q1-2900-gdf79404cd8, Yosys 0.63+post, stock flow scripts
make -C /OpenROAD-flow-scripts/flow DESIGN_CONFIG=/design/flow/config.mk WORK_HOME=/design/flow/orfs finish
==> flow/config.mk <==
export PLATFORM = sky130hd
export DESIGN_NAME = Fpc
export DESIGN_NICKNAME = Fpc
export VERILOG_FILES = /design/flow/design.v
export SDC_FILE = /design/flow/constraint.sdc
export NUM_CORES = 4
export LEC_CHECK = 1
export CORE_UTILIZATION = 30
export SYNTH_HDL_FRONTEND = slang
==> flow/constraint.sdc <==
current_design Fpc

set clk_period 12.6
set clk_io_pct 0.2

create_clock -name clk0 -period $clk_period [get_ports {clk}]

set non_clock_inputs [all_inputs -no_clocks]
set_input_delay [expr $clk_period * $clk_io_pct] -clock clk0 $non_clock_inputs
set_output_delay [expr $clk_period * $clk_io_pct] -clock clk0 [all_outputs]
==> impl_metrics.env <==
# yosys + openroad results
export IMPL_status="completed"
export IMPL_ff2ff_path_depth=29
export IMPL_fmax_mhz=117.2
export IMPL_synthArstFlopShare_pct=38.46
export IMPL_slew_headroom_pct=34.57
export IMPL_fp_util_pct=30.67
export IMPL_path_clk_slew_ns=0.08
export IMPL_ys_cells=897
export IMPL_edf_count=32
export IMPL_synth_area_top_cells="edfxtp_1, ha_1, fa_1"
export IMPL_ioPinCount=53
export IMPL_hold_viol=0
export IMPL_drt_drc_violations_left=0
export IMPL_timing_final_crit_share_pct=67.72
export IMPL_grt_total_usage_pct=16.86
export IMPL_vdd_drop_max_v=0.00004225
export IMPL_netlist_instances=897
export IMPL_area_delta_synth_final_pct=12.85
export IMPL_final_util_pct=34.61
export IMPL_cp_required_ns=12.77
export IMPL_powerDensity_mw_per_mm2=38.68
export IMPL_crit_path_end_kind="register"
export IMPL_cts_tree="yes"
export IMPL_cts_setup_buffers=0
export IMPL_skew_ns=0.01387
export IMPL_top_area_cell="edfxtp_1"
export IMPL_hold_class="reg -> reg"
export IMPL_critPathKind="reg -> reg"
export IMPL_synth_warnings=0
export IMPL_min_from="state[3]"
export IMPL_htreeDepth=2
export IMPL_wirelength_mm=20.55
export IMPL_grt_max_degree=34
export IMPL_min_to="state[0]"
export IMPL_yosys_stat_seqShare_pct=18.94
export IMPL_place_gp_congestion=0.9435
export IMPL_crit_top_cell="ha_1"
export IMPL_clock_latency_ns=0.31
export IMPL_arrival_ns=8.71
export IMPL_combPwrFrac_pct=3.6
export IMPL_root_buffer="clkbuf_16"
export IMPL_first_global_vias=6551
export IMPL_switching_share_pct=21.43
export IMPL_clock_path_buffers=2
export IMPL_core_area_mm2=0.02518
export IMPL_warning_count=40
export IMPL_placed_area_mm2=0.008568
export IMPL_drv_cap=0
export IMPL_maxSlewViolCount=0
export IMPL_whs_path_depth=1
export IMPL_cell_internal_pwr_uw=264.8
export IMPL_p_switching_uw=72.26
export IMPL_postRouteAntennaNets=0
export IMPL_rsz0062_at_grt="no"
export IMPL_final_layout_size_suffix_gt1_share_pct=7.012
export IMPL_final_area_mm2=0.008715
export IMPL_routedWlPerCell_um=16.35
export IMPL_vias_per_cell=5.414
export IMPL_die_area_mm2=0.02639
export IMPL_start_kind="register"
export IMPL_drt_first_pass_iters=5
export IMPL_dp_hpwl_mm=15.99
export IMPL_yosysChipArea_mm2=0.007722
export IMPL_antenna_cells=0
export IMPL_rows=58
export IMPL_synth_avg_cell_area_um2=8.609
export IMPL_rrSetupSlack_ns=4.07
export IMPL_critical_path_max_stage_delay_ns=0.62
export IMPL_num_vias=6805
export IMPL_min_period_ns=8.533
export IMPL_tns_ns=0
export IMPL_rr_endpoint="out[12]"
export IMPL_antenna_found_initial=0
export IMPL_setup_viol=0
export IMPL_clock_power_share_pct=42.7
export IMPL_power_share_sequential_pct=53.7
export IMPL_top_cell_area_share_pct=12.44
export IMPL_cts_sinks=52
export IMPL_synth_seq_cells=52
export IMPL_ctsHoldBuffers=0
export IMPL_drt_iter0_drc=443
export IMPL_yosysUniqueCellTypes=87
export IMPL_crit_slowest_cell="ha_1"
export IMPL_grt_pass1_wl_mm=34.51
export IMPL_common_cells="ha_1, nand2_1, inv_1"
export IMPL_cp_max_fo=26
export IMPL_portBuffers=52
export IMPL_total_power_uw=337.1
export IMPL_cts_resized=0
export IMPL_synth_top_cell_by_count="ha_1"
export IMPL_fp_dieW_um=162.4
export IMPL_die_y_um=162.4
export IMPL_p_leak_uw=0.003548
export IMPL_ff_type="edfxtp_1"
export IMPL_grt_overflow=0
export IMPL_tightest_slew_ns=0.9782
export IMPL_netlist_area_mm2=0.007722
export IMPL_cts_made_buffers=5
export IMPL_r2r_start="num_b[7]"
==> worst max-delay path, delay by kind of cell, from the launching register on <==
kind,cells,cell delay [ns]
AND-OR/OR-AND,13,3.14
AND/OR/NAND/NOR,8,2.28
adder cells (fa/ha/maj),4,1.53
flip-flops,1,0.46
buffers and inverters,2,0.42
multiplexers,1,0.36
XOR/XNOR,1,0.19
==> registers in the layout (all words and copies together) (netlist names) <==
signal,cells
num_a,16
num_b,16
out,16
state,4
==> cells by family (layout without fill, tap and decap cells) <==
| family | Yosys count | in the layout | share of synthesized area (%) |
|---|---|---|---|
| XOR/XNOR | 42 | 42 | 4.861 |
| buffers and inverters | 116 | 146 | 6.092 |
| multiplexers | 28 | 28 | 4.861 |
| flip-flops | 52 | 52 | 18.94 |
| AND/OR/NAND/NOR | 280 | 280 | 18.71 |
| adder cells (fa/ha/maj) | 109 | 109 | 21.26 |
| AND-OR/OR-AND | 270 | 270 | 25.28 |
==> power by group through the flow <==
stage | Sequential, µW | Clock, µW | Combinational [µW]
after CTS | 181 | 149 | 12.5
final | 181 | 144 | 12.2
after global routing | 181 | 157 | 13.3
==> worst max path at each step <==
stage	start	to	slack, ns	cells after the start
6_report	num_b[7]	out[12]	4.07	29
4_1_cts	num_b[7]	out[13]	4.11	28
5_1_grt	num_b[7]	out[12]	3.41	27
==> per-stage QoR <==
stage,worst slack (ns),std cells,hold WS (ns)
after global routing,3.410,1257,0.5053
after floorplan,5.036,897,0.4054
after global placement,4.219,1249,0.4617
after detailed placement,4.130,1249,0.4710
final,4.067,1257,0.4877
after CTS,4.113,1257,0.4907
==> layer usage <==
metal / vias to the layer above / GRT usage, % / share of wire [%]
li1: 3378 / - / -
met5: - / 0 / 0
met3: 24 / 4.104 / 6.4
met4: 0 / 3.688 / 2.4
met1: 3226 / 24.89 / 47
met2: 177 / 25.41 / 44
==> placed cells by master (no fill, tap or decap), drive strengths merged, types with 8 or more instances in the layout <==
| master | instances |
|---|---|
| fa | 37 |
| xnor2 | 25 |
| o211ai | 37 |
| dfrtp | 19 |
| nor3 | 29 |
| inv | 72 |
| a21oi | 42 |
| a21o | 8 |
| xor2 | 17 |
| buf | 15 |
| or3 | 9 |
| o21ai | 54 |
| ha | 72 |
| nor4 | 8 |
| nand2 | 71 |
| o2111ai | 11 |
| o21a | 10 |
| edfxtp | 32 |
| nand3 | 23 |
| nor2 | 51 |
| mux2i | 15 |
| clkdlybuf4s50 | 52 |
| a211oi | 11 |
| a31oi | 13 |
| and2 | 48 |
==> cell type report <==
cell class              count  area [µm²]
well taps                 330       412.9
flip-flops and latches     52        1463
clock inverters             3       21.27
inverters                  71       266.5
clock buffers               5       125.1
fillers                  2553       16470
multi-input cells         729        5793
repair buffers             67       633.1
No activity file was given, so power comes from the tool's default toggle rates.
