===== flow/design.v =====
module MIPS(
    clk,
    rst_n,
    in_valid,
    instruction,
	output_reg,
    out_valid,
    out_1,
	out_2,
	out_3,
	out_4,
	instruction_fail
);
input clk;
input rst_n;
input in_valid;
input [31:0] instruction;
input [19:0] output_reg;
output logic out_valid, instruction_fail;
output logic [15:0] out_1, out_2, out_3, out_4;
parameter [1:0] IDLE = 2, WB = 0, MOD = 1, OUT = 3;
logic [15:0] rs_val, rt_val;
logic [4:0] wb_addr; 
logic inst_fail;
wire [5:0]  opcode;
wire [4:0]  rs, rt, rd;
wire [3:0]  shamt;
wire [6:0]  funct;
wire [15:0] imm;
assign {opcode, rs, rt, rd, shamt, funct} = instruction;
assign imm = instruction[15:0];
logic [95:0] regfile, regfile_nxt;
logic [3:0] out_addr     [3:0];
logic [3:0] out_addr_nxt [3:0];
logic out_valid_nxt, instruction_fail_nxt;
logic [1:0] state, state_nxt;
logic [15:0] wb_val_gcd_A, wb_val_gcd_A_nxt;
logic [2:0] sh_addr, sh_addr_nxt;
logic [15:0] gcd_B, gcd_B_nxt;
logic [3:0] fact_shift, fact_shift_nxt;
function [35:0] shift_sub;
    input [3:0] fact_shift;
    input [15:0] a;
    input [15:0] b;
    logic [15:0] a_nxt;
    logic [15:0] b_nxt;
    a_nxt = a;
    b_nxt = b;
    fact_shift_nxt = fact_shift;
    case ({a[0], b[0]}) 
        2'b00: begin
            fact_shift_nxt = fact_shift + 1;
            a_nxt = a >> 1;
            b_nxt = b >> 1;
        end
        2'b01: begin
            a_nxt = a >> 1;
        end
        2'b10: begin
            b_nxt = b >> 1;
        end
        2'b11: begin
            if (a > b) begin
                a_nxt = (a - b) >> 1;
                b_nxt = b;
            end
            else begin
                a_nxt = (b - a) >> 1;
                b_nxt = a;
            end
        end
    endcase
    shift_sub = {fact_shift_nxt, a_nxt, b_nxt};
endfunction
function [2:0] short_addr;
    input [4:0] addr_org;
    case (addr_org) 
        5'b10001: short_addr = 6;
        5'b10010: short_addr = 5;
        5'b01000: short_addr = 4;
        5'b10111: short_addr = 3;
        5'b11111: short_addr = 2;
        5'b10000: short_addr = 1;
        default:  short_addr = 0;
    endcase
endfunction
function [15:0] short_addr_val;
    input [2:0] short_addr;
    case (short_addr) 
        3'h6: short_addr_val = regfile[95:80];
        3'h5: short_addr_val = regfile[79:64];
        3'h4: short_addr_val = regfile[63:48];
        3'h3: short_addr_val = regfile[47:32];
        3'h2: short_addr_val = regfile[31:16];
        3'h1: short_addr_val = regfile[15:0];
        default:  short_addr_val = 0;
    endcase
endfunction
always_comb begin
    instruction_fail_nxt = 0;
    out_valid_nxt = 0;
    regfile_nxt = regfile;
    state_nxt = state;
    {out_addr_nxt[0], out_addr_nxt[1], out_addr_nxt[2], out_addr_nxt[3]} = 
    {out_addr[0], out_addr[1], out_addr[2], out_addr[3]};
    sh_addr_nxt = sh_addr;
    wb_val_gcd_A_nxt = 0;
    wb_val_gcd_A_nxt = 0;
    gcd_B_nxt = 0;
    fact_shift_nxt = 0;
    case (state) 
        IDLE: begin
            if (in_valid) begin
                sh_addr_nxt = 0;
                inst_fail   = 0;
                state_nxt = WB;
                rs_val = 'hx;
                case (rs) 
                    5'b10001: rs_val = regfile[95:80];
                    5'b10010: rs_val = regfile[79:64];
                    5'b01000: rs_val = regfile[63:48];
                    5'b10111: rs_val = regfile[47:32];
                    5'b11111: rs_val = regfile[31:16];
                    5'b10000: rs_val = regfile[15:0];
                    default: begin
                        inst_fail = 1;
                    end
                endcase
                rt_val = 'hx;
                case (rt) 
                    5'b10001: rt_val = regfile[95:80];
                    5'b10010: rt_val = regfile[79:64];
                    5'b01000: rt_val = regfile[63:48];
                    5'b10111: rt_val = regfile[47:32];
                    5'b11111: rt_val = regfile[31:16];
                    5'b10000: rt_val = regfile[15:0];
                    default: begin
                        inst_fail = 1;
                    end
                endcase
                wb_addr = 'hx;
                wb_val_gcd_A_nxt = 'hx;
                case (opcode) 
                    6'b000000: begin
                        wb_addr = rd;
                        case (funct) 
                            7'b0100000: wb_val_gcd_A_nxt = rs_val + rt_val;
                            7'b0100100: wb_val_gcd_A_nxt = rs_val & rt_val;
                            7'b0100101: wb_val_gcd_A_nxt = rs_val | rt_val;
                            7'b0100111: wb_val_gcd_A_nxt = ~(rs_val | rt_val);
                            7'b0000000: wb_val_gcd_A_nxt = rt_val << shamt;
                            7'b0000010: wb_val_gcd_A_nxt = rt_val >> shamt; 
                            7'b1111000: begin
                                if (rs_val == 0 | rt_val == 0) begin
                                    inst_fail = 1;
                                    state_nxt = WB;
                                end
                                else if (rs_val == rt_val) begin
                                    wb_val_gcd_A_nxt = rs_val;
                                    state_nxt = WB;
                                end
                                else begin
                                    state_nxt = MOD;
                                    fact_shift_nxt = 0;
                                    wb_val_gcd_A_nxt = rs_val;
                                    gcd_B_nxt = rt_val;
                                    {fact_shift_nxt, wb_val_gcd_A_nxt, gcd_B_nxt}
                                    = shift_sub(0, rs_val, rt_val);
                                    if (wb_val_gcd_A_nxt == gcd_B_nxt) begin
                                        wb_val_gcd_A_nxt = wb_val_gcd_A_nxt << fact_shift_nxt;
                                        state_nxt = WB;
                                    end
                                end
                            end
                            default: inst_fail = 1;
                        endcase
                    end
                    6'b001000: begin
                        wb_addr = rt;
                        wb_val_gcd_A_nxt = rs_val + imm;
                    end
                    default: begin 
                        inst_fail = 1;
                    end
                endcase
                sh_addr_nxt = inst_fail ? 0 : short_addr(wb_addr);
                if (sh_addr_nxt) begin
                    out_addr_nxt[0] = short_addr(output_reg[4:0]);
                    out_addr_nxt[1] = short_addr(output_reg[9:5]);
                    out_addr_nxt[2] = short_addr(output_reg[14:10]);
                    out_addr_nxt[3] = short_addr(output_reg[19:15]);
                end
                else begin
                    state_nxt = WB;
                end
            end
        end
        WB: begin
            case (sh_addr) 
                3'h6: regfile_nxt[95:80] = wb_val_gcd_A;
                3'h5: regfile_nxt[79:64] = wb_val_gcd_A;
                3'h4: regfile_nxt[63:48] = wb_val_gcd_A;
                3'h3: regfile_nxt[47:32] = wb_val_gcd_A;
                3'h2: regfile_nxt[31:16] = wb_val_gcd_A;
                3'h1: regfile_nxt[15:0]  = wb_val_gcd_A;
                default: instruction_fail_nxt = 1;
            endcase
            out_valid_nxt = 1;
            state_nxt = OUT;
        end
        MOD: begin
            {fact_shift_nxt, wb_val_gcd_A_nxt, gcd_B_nxt} 
            = shift_sub(fact_shift, wb_val_gcd_A, gcd_B);
            if (wb_val_gcd_A_nxt == gcd_B_nxt) begin
                case (sh_addr) 
                    3'h6: regfile_nxt[95:80] = (wb_val_gcd_A_nxt << fact_shift_nxt);
                    3'h5: regfile_nxt[79:64] = (wb_val_gcd_A_nxt << fact_shift_nxt);
                    3'h4: regfile_nxt[63:48] = (wb_val_gcd_A_nxt << fact_shift_nxt);
                    3'h3: regfile_nxt[47:32] = (wb_val_gcd_A_nxt << fact_shift_nxt);
                    3'h2: regfile_nxt[31:16] = (wb_val_gcd_A_nxt << fact_shift_nxt);
                    3'h1: regfile_nxt[15:0]  = (wb_val_gcd_A_nxt << fact_shift_nxt);
                    default: instruction_fail_nxt = 1;
                endcase
                out_valid_nxt = 1;
                state_nxt = OUT;
            end
            else begin
                {fact_shift_nxt, wb_val_gcd_A_nxt, gcd_B_nxt}
                = shift_sub(fact_shift_nxt, wb_val_gcd_A_nxt, gcd_B_nxt);
                if (wb_val_gcd_A_nxt == gcd_B_nxt) begin
                    case (sh_addr) 
                        3'h6: regfile_nxt[95:80] = (wb_val_gcd_A_nxt << fact_shift_nxt);
                        3'h5: regfile_nxt[79:64] = (wb_val_gcd_A_nxt << fact_shift_nxt);
                        3'h4: regfile_nxt[63:48] = (wb_val_gcd_A_nxt << fact_shift_nxt);
                        3'h3: regfile_nxt[47:32] = (wb_val_gcd_A_nxt << fact_shift_nxt);
                        3'h2: regfile_nxt[31:16] = (wb_val_gcd_A_nxt << fact_shift_nxt);
                        3'h1: regfile_nxt[15:0]  = (wb_val_gcd_A_nxt << fact_shift_nxt);
                        default: instruction_fail_nxt = 1;
                    endcase
                    out_valid_nxt = 1;
                    state_nxt = OUT;
                end
            end
        end
        OUT: begin
            state_nxt = IDLE;
        end
    endcase
end
always_comb begin
    out_1 = out_valid && !instruction_fail ? short_addr_val(out_addr[0]) : 0;
    out_2 = out_valid && !instruction_fail ? short_addr_val(out_addr[1]) : 0;
    out_3 = out_valid && !instruction_fail ? short_addr_val(out_addr[2]) : 0;
    out_4 = out_valid && !instruction_fail ? short_addr_val(out_addr[3]) : 0;
end
always_ff @(posedge clk, negedge rst_n) begin
    if (!rst_n) begin
        regfile <= 'h0;
    end
    else begin
        regfile <= regfile_nxt;
    end
end
always_ff @(posedge clk, negedge rst_n) begin
    if (!rst_n) begin
        state   <= IDLE;
        out_valid <= 0;
        instruction_fail <= 0;
    end
    else begin
        state   <= state_nxt;
        out_valid <= out_valid_nxt;
        instruction_fail <= instruction_fail_nxt;
    end
end
always_ff @(posedge clk) begin
    {out_addr[0], out_addr[1], out_addr[2], out_addr[3]} <= 
    {out_addr_nxt[0], out_addr_nxt[1], out_addr_nxt[2], out_addr_nxt[3]};
    sh_addr <= sh_addr_nxt;
    wb_val_gcd_A  <= wb_val_gcd_A_nxt;
    gcd_B <= gcd_B_nxt;
end
always @(posedge clk, negedge rst_n) begin
    if (!rst_n) begin
        fact_shift <= 0;
    end
    else begin
        fact_shift <= fact_shift_nxt;
    end
end
endmodule

===== flow/run.sh =====
#!/bin/bash
# OpenROAD 26Q1-2900-gdf79404cd8, Yosys 0.63+post, stock flow scripts
make -C /OpenROAD-flow-scripts/flow DESIGN_CONFIG=/design/flow/config.mk WORK_HOME=/design/flow/orfs finish

===== flow/constraint.sdc =====
current_design MIPS

set clk_period 13.2
set clk_io_pct 0.2

create_clock -name clk0 -period $clk_period [get_ports {clk}]

set non_clock_inputs [all_inputs -no_clocks]
set_input_delay [expr $clk_period * $clk_io_pct] -clock clk0 $non_clock_inputs
set_output_delay [expr $clk_period * $clk_io_pct] -clock clk0 [all_outputs]

===== flow/config.mk =====
export PLATFORM = sky130hd
export DESIGN_NAME = MIPS
export DESIGN_NICKNAME = MIPS
export VERILOG_FILES = /design/flow/design.v
export SDC_FILE = /design/flow/constraint.sdc
export NUM_CORES = 4
export LEC_CHECK = 1
export CORE_UTILIZATION = 50
export SYNTH_HDL_FRONTEND = slang

==> results.yml <==
# physical design summary
status:
  outcome: "complete, no violations"
synth:
  synth.mux.area_fraction: 0.0817
  synth.ff_latch_count: 156
  yosys.area_share.xor_xnor: 0.0210
  async_flop_share: 0.679
  mappedNetlistArea_mm2: 0.0242
  synth.yosys.seq_area_share: 0.156
  synth.comb.largest_family: "AND-OR/OR-AND gates"
  ff_type: "dfrtp_1"
  synth.cellmix.simpleShare: 0.210
  yosys.stat.chipArea_mm2: 0.0242
  most_instantiated_library_cell_after_synthesis: "nor2_1"
  yosys.cell_types.count: 114
  synthAoiAreaFrac: 0.381
  post-synth-top-area-cell: "dfrtp_1"
  topCellsByArea: "dfrtp_1 (11%), ha_1 (7.7%), a22oi_1 (6.1%)"
  yosysCellCount: 3311
  edf_count: 12
  post_synth_most_frequent_cells: "nor2_1 (291), a21oi_1 (264), nand2_1 (235)"
  syn_area_per_cell_um2: 7.31
  yosysWarnings: 0
  post_synth_inst_count: 3311
  fa_ha_area_frac: 0.0831
  synth_top_area_share: 0.109
cts:
  cts_buffer_depth: 2
  gates_resized_cts_repair: 0
  cts-root-buf: "clkbuf_16"
  cts_clk_pin_slew_worst_paths_ns: 0.07
  cts.sink_count: 156
  h_tree_lvls: 4
  clk-insertion-delay-late_ns: 0.43
  cts_tree: "yes"
  number_of_buffers_inserted_during_clock_tree_synthesis: 17
  post_cts_hold_buffer_count: 0
  post_cts.repair.setup_buffers: 0
final_timing:
  maxSlewHeadroom: 0.257
  tns_ns: 0
  worst_clock_skew_ns: 0.0162
  final.min_clock_period_ns: 12.71
  period_used_share: 0.963
  post-route-worst-setup-slack_ns: 0.494
  worst_pin_slew_ns: 1.11
  final-setup-viol-count: 0
  rsz0062_at_grt: "false"
  max_freq_ghz: 0.0787
  timing.final.hold_violations: 0
  finalMaxSlewViolations: 0
critical_path:
  worst_path_largest_cell_delay_ns: 0.74
  worstPathArrival_ns: 12.96
  worst_path_most_repeated_cell: "inv_1"
  setup.worst_path.start_class: "flop"
  critical_path.endpoint_type: "flop"
  required_ns: 13.45
  worst_path_max_delay_cell: "nor4_1"
  timing.setup.critical_path_class: "flop to flop"
  critPathTopFamily: "AND-OR/OR-AND gates"
  crit_path_max_fanout: 14
  cp_num_buf_inv: 4
die:
  io_pins: 121
  fp.coreArea_mm2: 0.0477
  width_of_the_chip_um: 222
  floorplanUtilization: 0.507
  row_count: 80
  chip_area_mm2: 0.0493
  die_height_um: 222
routing:
  detailedRoute.firstIterationViolations: 5256
  detail_route.wirelength_um: 124000
  drt.antenna.violating_nets: 0
  routedWlPerCell_um: 31.4
  drt-vias-per-instance: 7.61
  detail_route.drc_violations: 0
  routed-via-count: 30100
  drt_first_pass_iters: 12
place:
  pre_cts_ws_ns: 0.880
  gp_congestion: 1.21
  hpwlAfterDp_um: 95200
  io_buffer_count: 120
power:
  power_density_mw_per_mm2: 214
  leakage_nw: 10.5
  max-vdd-ir-drop_mv: 0.176
global_routing:
  first_global_vias: 27800
  global_route_wire_length_before_repair_um: 181000
  initial_antenna_violation_count: 5
  track_usage: 0.503
  globalRouteOverflowTotal: 0
  grt_start_max_net_pins: 67
layout:
  layout-area-overhead-vs-synth_pct: 10.3
  layout-drive-gt1-share: 0.103
  fillers: 4390
min_path:
  hold_wc_path_type: "flop to flop"
flow_run:
  tool_warnings: 108
  cap_viol_max_count: 0
==> state kept, by name, indices dropped and copies added, names as in the netlist <==
signal            count
fact_shift            4
gcd_B                16
instruction_fail      1
out_addr             12
out_valid             1
regfile              96
sh_addr               6
state                 4
wb_val_gcd_A         16
==> cell type report <==
type | instances | area (µm²) | share of cell area
tap | 615 | 769 | 0.0288
clock inverter | 10 | 103 | 0.00384
antenna | 3 | 7.51 | 0.000281
clock buffer | 22 | 454 | 0.0170
multi-input combinational | 2748 | 18900 | 0.707
timing repair buffer | 250 | 2170 | 0.0812
inverter | 147 | 552 | 0.0207
sequential | 156 | 3780 | 0.141
==> power breakdown <==
group,switching (W),total (W),leakage (nW),internal (W)
Combinational,0.00279,0.00419,8.51,0.00140
Clock,0.000203,0.000470,0.263,0.000268
Sequential,0.000440,0.00104,1.72,0.000601
==> cells by family (layout without fill, tap and decap cells) <==
logic type,after synthesis,count (layout)
xor gates and xnor gates,58,58
adders and majority gates,156,156
and+or+nand+nor,1018,1018
other,0,3
AOI/OAI and AO/OA,1340,1340
buffers and inverters,407,429
muxes,176,176
DFF,156,156
==> layer usage <==
metal	vias to the layer above	global-route usage	share of wire	wire (µm)
met5	-	0.00293	0.00032	40
met4	4	0.313	0.091	11300
met3	732	0.186	0.14	17500
met2	2693	0.719	0.41	50600
met1	13900	0.646	0.36	44700
li1	12700	-	-	-
==> worst register-to-register path: cells and delay by family, from the launching register on <==
| family | cells | cell delay (ns) |
|---|---|---|
| adders and majority gates | 3 | 1.60 |
| and+or+nand+nor | 11 | 4.15 |
| DFF | 1 | 0.40 |
| muxes | 2 | 0.76 |
| AOI/OAI and AO/OA | 11 | 4.40 |
| xor gates and xnor gates | 1 | 0.24 |
| buffers and inverters | 4 | 0.98 |
==> cells in the final DEF (no fill, tap or decap), types with 54 or more instances in the layout <==
| cell type | instances |
|---|---|
| dfrtp_1 | 104 |
| a31oi_1 | 90 |
| and3_1 | 54 |
| ha_1 | 148 |
| a21oi_1 | 264 |
| a211oi_1 | 56 |
| a22oi_1 | 197 |
| inv_1 | 143 |
| clkdlybuf4s50_1 | 118 |
| nand3_1 | 112 |
| buf_4 | 130 |
| o21ai_0 | 200 |
| mux2_2 | 84 |
| nand2_1 | 235 |
| mux2i_1 | 79 |
| nor3_1 | 71 |
| nor2_1 | 291 |
==> worst paths after layout <==
kind	start	to	slack [ns]	cells past startpoint
max	wb_val_gcd_A[0]	wb_val_gcd_A[9]	0.49	32
min	sh_addr[2]	sh_addr[2]	0.49	2
max reg2reg	wb_val_gcd_A[0]	wb_val_gcd_A[9]	0.49	32
min reg2reg	sh_addr[2]	sh_addr[2]	0.49	2
max in group asynchronous	rst_n	regfile[64]	9.82	2
min in group asynchronous	rst_n	out_valid	2.18	1
==> stage by stage <==
step / hold slack (ns) / cell area (µm²) / power (W) / utilization / cells
3_3_place_gp: 0.461 / 26100 / 0.00496 / 0.547 / 3915
2_1_floorplan: 0.405 / 24200 / 0.00340 / - / 3311
6_report: 0.487 / 26700 / 0.00570 / 0.559 / 3951
4_1_cts: 0.477 / 26700 / 0.00543 / 0.559 / 3947
3_5_place_dp: 0.463 / 26100 / 0.00495 / 0.547 / 3915
5_1_grt: 0.499 / 26700 / 0.00591 / 0.559 / 3948
No activity file was given, so power comes from the tool's default toggle rates.
