**config.mk**
```make
export PLATFORM = sky130hd
export DESIGN_NAME = SMJ
export DESIGN_NICKNAME = SMJ
export VERILOG_FILES = /design/flow/design.v
export SDC_FILE = /design/flow/constraint.sdc
export NUM_CORES = 4
export LEC_CHECK = 1
export CORE_UTILIZATION = 30
```
**constraint.sdc**
```tcl
current_design SMJ

set clk_period 3.3
set clk_io_pct 0.2

create_clock -name clk0 -period $clk_period

set non_clock_inputs [all_inputs -no_clocks]
set_input_delay [expr $clk_period * $clk_io_pct] -clock clk0 $non_clock_inputs
set_output_delay [expr $clk_period * $clk_io_pct] -clock clk0 [all_outputs]
```
**design.v**
```verilog
module SMJ(
    hand_n0,
    hand_n1,
    hand_n2,
    hand_n3,
    hand_n4,
    out_data
);
input [5:0] hand_n0;
input [5:0] hand_n1;
input [5:0] hand_n2;
input [5:0] hand_n3;
input [5:0] hand_n4;
output logic [1:0] out_data;
logic [5:0] hands [4:0];
logic [3:0] h_num [4:0];
logic [4:0] h_invalid;
logic [5:0] is_char;
logic h_eq [4:0][4:0];
assign {hands[0], hands[1], hands[2], hands[3], hands[4]} = {hand_n0, hand_n1, hand_n2, hand_n3, hand_n4};
assign h_num[0] = hands[0][3:0];
assign h_num[1] = hands[1][3:0];
assign h_num[2] = hands[2][3:0];
assign h_num[3] = hands[3][3:0];
assign h_num[4] = hands[4][3:0];
assign is_char[0] = (hands[0][5:4] == 2'b01);
assign is_char[1] = (hands[1][5:4] == 2'b01);
assign is_char[2] = (hands[2][5:4] == 2'b01);
assign is_char[3] = (hands[3][5:4] == 2'b01);
assign is_char[4] = (hands[4][5:4] == 2'b01);
assign h_eq[0][1] = ~|(hands[0] ^ hands[1]);  
assign h_eq[0][2] = ~|(hands[0] ^ hands[2]);
assign h_eq[0][3] = ~|(hands[0] ^ hands[3]);
assign h_eq[0][4] = ~|(hands[0] ^ hands[4]);
assign h_eq[1][2] = ~|(hands[1] ^ hands[2]);
assign h_eq[1][3] = ~|(hands[1] ^ hands[3]);
assign h_eq[1][4] = ~|(hands[1] ^ hands[4]);
assign h_eq[2][3] = ~|(hands[2] ^ hands[3]);
assign h_eq[2][4] = ~|(hands[2] ^ hands[4]);
assign h_eq[3][4] = ~|(hands[3] ^ hands[4]);
function check_seq;
    input [3:0] a;
    input [3:0] b;
    input [3:0] c;
    check_seq = 
        ~|(a+1 ^ b) && ~|(b+1 ^ c) ||
        ~|(a+1 ^ c) && ~|(c+1 ^ b) ||
        ~|(b+1 ^ a) && ~|(a+1 ^ c) ||
        ~|(a+1 ^ b) && ~|(c+1 ^ a) ||
        ~|(b+1 ^ c) && ~|(c+1 ^ a) ||
        ~|(b+1 ^ a) && ~|(c+1 ^ b) ;
endfunction
always_comb begin: check_input_valid
    case (hands[0][5:4])
        2'b00:   h_invalid[0] = h_num[0] > 6;
        default: h_invalid[0] = h_num[0] > 8;
    endcase
    case (hands[1][5:4])
        2'b00:   h_invalid[1] = h_num[1] > 6;
        default: h_invalid[1] = h_num[1] > 8;
    endcase
    case (hands[2][5:4])
        2'b00:   h_invalid[2] = h_num[2] > 6;
        default: h_invalid[2] = h_num[2] > 8;
    endcase
    case (hands[3][5:4])
        2'b00:   h_invalid[3] = h_num[3] > 6;
        default: h_invalid[3] = h_num[3] > 8;
    endcase
    case (hands[4][5:4])
        2'b00:   h_invalid[4] = h_num[4] > 6;
        default: h_invalid[4] = h_num[4] > 8;
    endcase
end
always_comb begin: calc_out_data
    if ((|h_invalid) || (h_eq[0][1] && h_eq[1][2] && h_eq[2][3] && h_eq[3][4])) 
        out_data = 2'b01;  
    else if (
        (h_eq[0][1] && h_eq[2][3] && h_eq[3][4]) ||
        (h_eq[0][2] && h_eq[1][3] && h_eq[3][4]) ||
        (h_eq[0][3] && h_eq[1][2] && h_eq[2][4]) ||
        (h_eq[0][4] && h_eq[1][2] && h_eq[2][3]) ||
        (h_eq[0][3] && h_eq[3][4] && h_eq[1][2]) ||
        (h_eq[1][3] && h_eq[0][2] && h_eq[2][4]) ||
        (h_eq[1][4] && h_eq[0][2] && h_eq[2][3]) ||
        (h_eq[2][3] && h_eq[0][1] && h_eq[1][4]) ||
        (h_eq[0][1] && h_eq[1][3] && h_eq[2][4]) ||
        (h_eq[0][1] && h_eq[1][2] && h_eq[3][4])) 
        out_data = 2'b11;  
    else if (
        (is_char[2] && is_char[3] && is_char[4] && check_seq(h_num[2], h_num[3], h_num[4]) && h_eq[0][1]) ||
        (is_char[1] && is_char[3] && is_char[4] && check_seq(h_num[1], h_num[3], h_num[4]) && h_eq[0][2]) ||
        (is_char[1] && is_char[2] && is_char[4] && check_seq(h_num[1], h_num[2], h_num[4]) && h_eq[0][3]) ||
        (is_char[1] && is_char[2] && is_char[3] && check_seq(h_num[1], h_num[2], h_num[3]) && h_eq[0][4]) ||
        (is_char[0] && is_char[3] && is_char[4] && check_seq(h_num[0], h_num[3], h_num[4]) && h_eq[1][2]) ||
        (is_char[0] && is_char[2] && is_char[4] && check_seq(h_num[0], h_num[2], h_num[4]) && h_eq[1][3]) ||
        (is_char[0] && is_char[2] && is_char[3] && check_seq(h_num[0], h_num[2], h_num[3]) && h_eq[1][4]) ||
        (is_char[0] && is_char[1] && is_char[4] && check_seq(h_num[0], h_num[1], h_num[4]) && h_eq[2][3]) ||
        (is_char[0] && is_char[1] && is_char[3] && check_seq(h_num[0], h_num[1], h_num[3]) && h_eq[2][4]) ||
        (is_char[0] && is_char[1] && is_char[2] && check_seq(h_num[0], h_num[1], h_num[2]) && h_eq[3][4]))  
        out_data = 2'b10;  
    else 
        out_data = 2'b00;
end
endmodule
```
**run.sh**
```bash
#!/bin/bash
# OpenROAD 26Q1-2900-gdf79404cd8, Yosys 0.63+post, stock flow scripts
make -C /OpenROAD-flow-scripts/flow DESIGN_CONFIG=/design/flow/config.mk WORK_HOME=/design/flow/orfs finish
```
==> notes.md <==
Observations from the implementation run.

Placed design:
- The run gives the worst slack at placement as -0.863 ns.
- The run gives the HPWL after detailed placement as 10100 microns.
- Routability-driven placement finished with a final weighted congestion of 1.06.
- Once placement completed, the tool counted placed cells totaling 688.
- After detailed placement, the total cell area comes to 4460 sq um.
- The run gives the tally of buffers added on design ports as 32.

Final layout:
- By instance count after routing, the leading logic cell types are sky130_fd_sc_hd__buf_4 (151), sky130_fd_sc_hd__buf_6 (53), sky130_fd_sc_hd__xor2_1 (43).
- The post-route netlist has 62.7% of its cells at a drive strength greater than 1.
- The run gives the most common cell after layout, fill and taps aside as sky130_fd_sc_hd__buf_4.
- The run puts the register cell area after layout at 0 sq um.
- The number of sequential cells reported for the layout is 0.
- The run puts the final instance area at 6040 sq um.
- The run puts the signed area change from the synthesized netlist to the final layout at 98.6%.
- The run gives the filler cell count as 755.
- The run gives the total of clock buffers placed in the layout as 0.
- The run puts the final standard cell utilization of the core at 61.6%.
- The finished layout holds 750 standard cells, fillers aside.
- The run puts the logic area at 3650 sq um.

Floorplan:
- The run puts the initial core utilization at 31.0%.
- Measured along the y axis, the die boundary spans 103 microns.
- The run puts the area inside the core boundary at 9820 sq um.
- The run gives the die width as 103 microns.
- Row generation in the floorplan step produced 36 rows.
- 32 I/O pins were placed.
- The run gives the full die area as 10500 sq um.

Drt:
- The run puts the ratio of routed vias to standard cells at 5.46.
- After detailed routing, the total wire length is 14400 microns.
- The run gives the detailed-route wire length per cell as 19.1 microns.
- The run puts the final antenna-violating net count at 0.
- The run gives the number of detailed-routing iterations run before antenna repair as 7.
- The run gives the total vias in the final route as 4093.
- The DRC violation total left in the routed layout is recorded as 0.
- 0 antenna diodes ended up in the layout.
- The run puts the count of routing violations after the opening detailed-route iteration at 235.

Worst setup path:
- Among all stages on the critical path, the largest delay is contributed by sky130_fd_sc_hd__nor4_2.
- By instance count, the cell type seen most on the critical path is sky130_fd_sc_hd__buf_6.
- The run gives the top cell family by delay on the critical path as buffers and inverters.
- The critical path maximum fanout is 5.
- The run gives the arrival time of data at the critical path endpoint as 2.75 ns.
- The run puts the worst path buffer plus inverter count at 5.
- Per STA, the worst path is made up of dlygate4sd2_1, buf_6, xor2_1, nor3_1, nand4_1, buf_6, buf_12, nor4b_4, a2111oi_4, o2111ai_2, nor4_2, a31oi_1, buf_2.
- The critical path is of the input pin to output port type.
- STA classifies the critical path endpoint as an output port.
- The run gives the biggest cell delay along the critical path as 0.29 ns.
- The run gives the required time at the worst-slack endpoint as 2.64 ns.
- The run gives the kind of start point of the critical path as an input pin.

Status:
- The final reports fail on negative setup slack.
- The flow ran to the end, but the final reports show violations.

Yosys:
- According to the Yosys statistics, the synthesized design has a chip area of 3040 sq um.
- Sorting the Yosys area breakdown by cell type puts at the top sky130_fd_sc_hd__xor2_1.
- The run puts the cell count in the Yosys report at 409.
- The run puts the top cell type's share of synthesized area at 15.0%.
- After technology mapping, the gate count stands at 409.
- The run gives the warning count from the yosys run as 4.
- For reference, the post-synthesis area per instance comes to 7.44 sq um.
- In the post-synthesis netlist, the biggest area contributors are sky130_fd_sc_hd__xor2_1 (15%), sky130_fd_sc_hd__xnor2_1 (14%), sky130_fd_sc_hd__ha_1 (4.1%).
- The run puts the count of different cell masters after synthesis at 76.
- Summing the sequential cell areas from Yosys gives 0% of the chip area.
- The run gives the combined area of all synthesized cells as 3040 sq um.

Final timing:
- The run gives the final tally of setup violations as 1.
- After layout, the worst path uses 103% of the clock period.
- The smallest clock period supported by the final layout is computed as 3.41 ns.
- The run gives the final critical-path setup slack as -0.110 ns.
- Setup repair after global routing could not meet its margin everywhere.
- Counting pins that exceed their max-slew limit in the final report gives 0.
- The run puts the worst slew margin relative to its limit at 72.2%.
- Hold is met by 2.22 ns.
- The run puts the hold violation total from the final report at 0.
- For the final routed database, the setup TNS stands at -0.110 ns.
- The run gives the top achievable clock speed as 293 MHz.
- The run gives the transition time at the pin with the least slew margin as 0.416 ns.

Global routing:
- Global routing consumed, on the met1 layer, 36.4% of the routing resources.
- The run gives the pin count of the biggest net entering global routing as 10.
- The run gives the total global-route track usage as 28.0%.
- The run gives the total grt overflow as 0.
- The run gives the number of antenna violations at the first check in global routing as 0.
- The run puts the met3 track demand over resource in global routing at 2.89%.
- After global routing, the most crowded layer is met2.
- The run gives the number of global-route vias before repair as 4092.
- The run puts the met2 demand-to-capacity share in global routing at 47.9%.
- The run gives the global-route wire length before repair as 21900 microns.

Power:
- The run gives the final total power as 887 uW.
- For this design the ratio of total power to cell area is 147 nW/um^2.
- The worst-case IR drop observed on VDD is 0.0522 mV.
- The leakage component of the power was reported as 2.45 nW.

Run:
- The run gives the number of warnings in the stage logs as 39.
- Per the run summary, max-cap violations total 0.

Worst hold path:
- Note that the worst hold path type here is input pin to output port.
[logic make-up (layout without fill, tap and decap cells)]
group	Yosys count	in the layout	share of synthesized area (%)
buffers and inverters	52	260	10.7
AND/OR/NAND/NOR	139	139	25.3
XOR/XNOR	110	110	35.4
multiplexers	2	2	0.658
adder cells (fa/ha/maj)	13	13	5.14
AND-OR/OR-AND	93	93	22.9
[metal layers]
metal	part of all wire, %	up-vias
met4	4.9	0
met3	5.6	52
met5	0	-
met2	46	165
met1	43	1995
li1	-	1881
[cell usage after synthesis (all sizes together), types with 5 or more instances]
library cell  number
and2               7
o31ai              7
a22oi              9
a21oi             11
o2111ai            5
nor2              24
nand2b             6
inv               14
nand2             14
ha                10
nor2b              6
nor4               6
buf               24
xor2              54
o22ai              5
nand4              5
clkbuf            14
nor3              22
nand3             24
xnor2             56
a211oi             6
o21ai             16
[final timing paths]
check,start,end,cells past startpoint
setup / recovery,hand_n2[5],out_data[1],13
hold / removal,hand_n3[3],out_data[0],9
[tightest hold or removal path, stage by stage]
cell and delay (ns):
sky130_fd_sc_hd__buf_6 0.08, sky130_fd_sc_hd__buf_6 0.12, sky130_fd_sc_hd__o21ai_0 0.10, sky130_fd_sc_hd__nand4_1 0.08, sky130_fd_sc_hd__nor3_1 0.05, sky130_fd_sc_hd__buf_4 0.14
sky130_fd_sc_hd__o41ai_4 0.05, sky130_fd_sc_hd__or2_4 0.10, sky130_fd_sc_hd__dlygate4sd2_1 0.18
[area by class of cell]
cell class | instances | area share, %
inverters | 14 | 0.869
multi-input cells | 357 | 60.4
repair buffers | 246 | 36.0
well taps | 133 | 2.75
[power breakdown]
part	total [mW]	internal (mW)	switching, mW	leakage, nW
Sequential	0	0	0	0
Clock	0	0	0	0
Combinational	0.887	0.453	0.434	2.45
Total	0.887	0.453	0.434	2.45
[repair_timing]
action,in CTS,in global routing
gates resized,270,57
setup endpoints to repair,2,2
pin swaps,76,36
setup buffers,59,5
cloned,3,0
hold buffers,0,0
Power figures rest on the tool's default switching activity, not on a simulated workload.
