File: design/flow/run.sh
#!/bin/bash
# OpenROAD 26Q1-2900-gdf79404cd8, Yosys 0.63+post, stock flow scripts
make -C /OpenROAD-flow-scripts/flow DESIGN_CONFIG=/design/flow/config.mk WORK_HOME=/design/flow/orfs finish
File: design/flow/config.mk
export PLATFORM = sky130hd
export DESIGN_NAME = P_MUL
export DESIGN_NICKNAME = P_MUL
export VERILOG_FILES = /design/flow/design.v
export SDC_FILE = /design/flow/constraint.sdc
export NUM_CORES = 4
export LEC_CHECK = 1
export CORE_UTILIZATION = 30
File: design/flow/constraint.sdc
current_design P_MUL

set clk_period 16.2
set clk_io_pct 0.2

create_clock -name clk0 -period $clk_period [get_ports {clk}]

set non_clock_inputs [all_inputs -no_clocks]
set_input_delay [expr $clk_period * $clk_io_pct] -clock clk0 $non_clock_inputs
set_output_delay [expr $clk_period * $clk_io_pct] -clock clk0 [all_outputs]
File: design/flow/design.v
module P_MUL(
	clk,
    rst_n,
    in_1,
    in_2,
    in_3,
    in_4,
    in_valid,
	out_valid,
	out
);
input clk, rst_n, in_valid;
input [46:0] in_1, in_2, in_3, in_4;
output logic out_valid;
output logic [95:0] out;
logic [47:0] sum_A, sum_A_nxt;
logic [47:0] sum_B, sum_B_nxt;
logic st1_valid, st1_valid_nxt; 
logic [31:0] mul_A, mul_A_nxt;
logic [31:0] mul_B, mul_B_nxt;
logic [31:0] mul_C, mul_C_nxt;
logic [31:0] mul_D, mul_D_nxt;
logic [31:0] mul_E, mul_E_nxt;
logic [31:0] mul_F, mul_F_nxt;
logic [31:0] mul_G, mul_G_nxt;
logic [31:0] mul_H, mul_H_nxt;
logic [31:0] mul_I, mul_I_nxt;
logic st2_valid, st2_valid_nxt; 
logic [95:0] sum_C, sum_C_nxt;
logic [95:0] sum_D, sum_D_nxt;
logic [95:0] sum_E, sum_E_nxt;
logic st3_valid, st3_valid_nxt; 
logic [95:0] out_nxt;
logic out_valid_nxt;
always_comb begin
    sum_A_nxt = 'h0;
    sum_B_nxt = 'h0;
    sum_C_nxt = 'h0;
    sum_D_nxt = 'h0;
    sum_E_nxt = 'h0;
    st1_valid_nxt = 'h0;
    mul_A_nxt = 'h0;
    mul_B_nxt = 'h0;
    mul_C_nxt = 'h0;
    mul_D_nxt = 'h0;
    mul_E_nxt = 'h0;
    mul_F_nxt = 'h0;
    mul_G_nxt = 'h0;
    mul_H_nxt = 'h0;
    mul_I_nxt = 'h0;
    st2_valid_nxt = 'h0;
    st3_valid_nxt = 'h0;
    out_nxt = 'h0;
    out_valid_nxt = 'h0;
    if (in_valid) begin 
        sum_A_nxt = in_1 + in_2;
        sum_B_nxt = in_3 + in_4;
        st1_valid_nxt = 1;
    end 
    if (st1_valid) begin
        mul_A_nxt = sum_A[15:0] * sum_B[15:0];
        mul_B_nxt = sum_A[31:16] * sum_B[15:0];
        mul_C_nxt = sum_A[47:32] * sum_B[15:0];
        mul_D_nxt = sum_A[15:0] * sum_B[31:16];
        mul_E_nxt = sum_A[31:16] * sum_B[31:16];
        mul_F_nxt = sum_A[47:32] * sum_B[31:16];      
        mul_G_nxt = sum_A[15:0] * sum_B[47:32];
        mul_H_nxt = sum_A[31:16] * sum_B[47:32];
        mul_I_nxt = sum_A[47:32] * sum_B[47:32];
        st2_valid_nxt = 1;
    end
    if (st2_valid) begin
        sum_C_nxt = {mul_B, 16'b0} + {mul_D, 16'b0} + mul_A;
        sum_D_nxt = {mul_G, 32'b0} + {mul_E, 32'b0} + {mul_C, 32'b0};
        sum_E_nxt = {mul_I, 64'b0} + {mul_H, 48'b0} + {mul_F, 48'b0};
        st3_valid_nxt = 1;
    end
    if (st3_valid) begin
        out_nxt = sum_C + sum_D + sum_E;
        out_valid_nxt = 1;
    end
end
always_ff @(posedge clk, negedge rst_n) begin
    if (!rst_n) begin
        sum_A <= 'h0;
        sum_B <= 'h0;
        sum_C <= 'h0;
        sum_D <= 'h0;
        sum_E <= 'h0;
        st1_valid <= 'h0;
        mul_A <= 'h0;
        mul_B <= 'h0;
        mul_C <= 'h0;
        mul_D <= 'h0;
        mul_E <= 'h0;
        mul_F <= 'h0;
        mul_G <= 'h0;
        mul_H <= 'h0;
        mul_I <= 'h0;
        st2_valid <= 'h0;
        st3_valid <= 'h0;
        out <= 'h0;
        out_valid <= 'h0;
    end
    else begin
        sum_A <= sum_A_nxt;
        sum_B <= sum_B_nxt;
        sum_C <= sum_C_nxt;
        sum_D <= sum_D_nxt;
        sum_E <= sum_E_nxt;
        st1_valid <= st1_valid_nxt;
        mul_A <= mul_A_nxt;
        mul_B <= mul_B_nxt;
        mul_C <= mul_C_nxt;
        mul_D <= mul_D_nxt;
        mul_E <= mul_E_nxt;
        mul_F <= mul_F_nxt;
        mul_G <= mul_G_nxt;
        mul_H <= mul_H_nxt;
        mul_I <= mul_I_nxt;
        st2_valid <= st2_valid_nxt;
        st3_valid <= st3_valid_nxt;
        out <= out_nxt;
        out_valid <= out_valid_nxt;
    end
end
endmodule
==> node_exporter_impl.prom <==
# HELP chip_impl_metric Yosys and OpenROAD flow results
# TYPE chip_impl_metric gauge
chip_impl_metric{name="synth-async-reset-ratio",unit="%"} 100.0
chip_impl_metric{name="area_leader_share",unit="%"} 33.70
chip_impl_metric{name="layout.area.comb",unit="mm2"} 0.08214
chip_impl_metric{name="numCtsBuffers",unit=""} 78
chip_impl_info{name="min-delay-start",value="sum_C[18]"} 1
chip_impl_metric{name="via_count",unit=""} 78530
chip_impl_metric{name="die_width",unit="um"} 601.9
chip_impl_metric{name="max_slew.worst_pin.slew",unit="ps"} 885.0
chip_impl_info{name="critical_path.slowest_cell",value="dfrtp_2"} 1
chip_impl_metric{name="clk_latency",unit="ps"} 730
chip_impl_info{name="worstReg2RegStart",value="sum_B[1]"} 1
chip_impl_metric{name="timing.critical_path.slowest_cell_delay",unit="ps"} 860
chip_impl_info{name="dominantRegCellSynth",value="dfrtp_1"} 1
chip_impl_metric{name="route.antenna.remaining_nets",unit=""} 0
chip_impl_metric{name="grt_pass1_vias",unit=""} 81880
chip_impl_metric{name="synthAdderAreaFrac",unit="%"} 47.52
chip_impl_metric{name="synth_cell_type_count",unit=""} 94
chip_impl_info{name="worstHoldPathType",value="register to register"} 1
chip_impl_metric{name="die-area",unit="mm2"} 0.3622
chip_impl_metric{name="postCtsSetupBuffers",unit=""} 0
chip_impl_metric{name="placed_area",unit="mm2"} 0.1160
chip_impl_metric{name="fin_area",unit="mm2"} 0.1189
chip_impl_metric{name="synth_sequential_area_ratio",unit="%"} 14.28
chip_impl_metric{name="post_synth_xor_area_fraction",unit="%"} 3.546
chip_impl_metric{name="avg_synthesized_cell_area",unit="um2"} 9.080
chip_impl_metric{name="synth.mux.area_fraction",unit="%"} 0.06491
chip_impl_metric{name="place_congestion",unit=""} 0.9424
chip_impl_metric{name="holdPathStages",unit=""} 1
chip_impl_metric{name="fillCellCount",unit=""} 36550
chip_impl_metric{name="numClockSinks",unit=""} 616
chip_impl_metric{name="synthesis.area",unit="mm2"} 0.1079
chip_impl_metric{name="final.setup_skew",unit="ps"} 39.87
chip_impl_metric{name="final-seq-area",unit="mm2"} 0.01547
chip_impl_metric{name="power.density",unit="mW/mm2"} 126.3
chip_impl_info{name="setup.worst_path.start",value="sum_B[1]"} 1
chip_impl_metric{name="yosys.area_share.aoi",unit="%"} 7.839
chip_impl_info{name="synth.cells.most_frequent",value="inv_1 (2177), fa_1 (1817), nand2_1 (1459)"} 1
chip_impl_metric{name="total_power",unit="mW"} 15.02
chip_impl_metric{name="timing.max_cap.violations",unit=""} 0
chip_impl_metric{name="grt_start_max_net_pins",unit=""} 125
chip_impl_metric{name="numSynthFlops",unit=""} 616
chip_impl_metric{name="pin_count",unit=""} 288
chip_impl_metric{name="fp_density",unit="%"} 30.23
chip_impl_metric{name="grt_pass1_wl",unit="um"} 492600
chip_impl_metric{name="synthSimpleGateAreaFrac",unit="%"} 17.12
chip_impl_metric{name="design.core.area",unit="mm2"} 0.3570
chip_impl_metric{name="critPathArrivalTime",unit="ps"} 8300
chip_impl_metric{name="worstPathRequired",unit="ps"} 16760
chip_impl_metric{name="cts_max_path_buffers",unit=""} 3
chip_impl_info{name="yosys-top-cells-area",value="fa_1 (34%), dfrtp_1 (14%), ha_1 (14%)"} 1
chip_impl_metric{name="openroad.warnings",unit=""} 29
chip_impl_metric{name="hpwlAfterDp",unit="um"} 239800
chip_impl_metric{name="drtPass1Iterations",unit=""} 5
chip_impl_metric{name="max-vdd-ir-drop",unit="mV"} 0.1214
chip_impl_info{name="start_kind",value="register"} 1
chip_impl_metric{name="average_wire_per_standard_cell",unit="um"} 18.68
chip_impl_info{name="post_synth_main_logic_family",value="adder cells"} 1
chip_impl_info{name="synth_top_cell_by_area",value="fa_1"} 1
chip_impl_metric{name="drcViolationCount",unit=""} 0
chip_impl_metric{name="globalRouteOverflowTotal",unit=""} 0
chip_impl_metric{name="clkTransAtPathRegs",unit="ps"} 70
chip_impl_metric{name="proportion_of_layout_cells_with_a_drive_suffix_above_1",unit="%"} 3.559
chip_impl_info{name="outcome",value="completed"} 1
chip_impl_metric{name="fmaxAchievable",unit="GHz"} 0.1293
chip_impl_metric{name="worst-r2r-cell-count",unit=""} 23
chip_impl_metric{name="drv_slew",unit=""} 0
chip_impl_metric{name="yosys-stat-cells",unit=""} 11890
chip_impl_metric{name="enable_flop_cells",unit=""} 0
chip_impl_info{name="path_delay_family",value="adder cells"} 1
chip_impl_metric{name="timing.final.hold_violations",unit=""} 0
chip_impl_metric{name="htree_num_levels",unit=""} 3
chip_impl_metric{name="worstSetupPathDepth",unit=""} 23
chip_impl_metric{name="cts_hold_repair.buffers",unit=""} 0
chip_impl_info{name="cts.root.buffer_cell",value="clkbuf_16"} 1
chip_impl_metric{name="setup_tns_final",unit="ps"} 0
chip_impl_metric{name="layout_worst_path_cycle_share",unit="%"} 47.74
chip_impl_metric{name="fin_crit",unit="ps"} 7734
chip_impl_metric{name="synth_cells",unit=""} 11890
chip_impl_info{name="endpoint_kind",value="register"} 1
chip_impl_metric{name="total_leakage_power",unit="nW"} 60.33
chip_impl_info{name="cp_cell_sequence",value="buf_4, nand2_1, fa_1, fa_1, fa_1, fa_1, inv_1, fa_1, inv_1, fa_1, inv_1, ha_1, a21oi_1, o21ai_0, a221o_1, a21oi_1, o211ai_1, a31o_2, o41ai_1, nand2b_1, a31oi_1, xnor2_1, nor2_1"} 1
chip_impl_metric{name="flow.area_growth_from_synthesis",unit="%"} 10.13
chip_impl_info{name="rsz_0062_raised_after_global_routing",value="no"} 1
chip_impl_metric{name="avgViaCountPerCell",unit=""} 4.710
chip_impl_info{name="synthMostInstantiatedCell",value="inv_1"} 1
chip_impl_metric{name="crit_fanout",unit=""} 25
chip_impl_metric{name="timing.critical_path.buf_inv",unit=""} 4
chip_impl_metric{name="core.rowCount",unit=""} 219
chip_impl_metric{name="finalWorstSetupSlack",unit="ps"} 8466
chip_impl_metric{name="timing.slew.headroom",unit="%"} 40.78
chip_impl_info{name="cp_common_cell",value="fa_1"} 1
chip_impl_metric{name="wirelength",unit="um"} 311500
chip_impl_metric{name="port_buf_inserts",unit=""} 287
chip_impl_metric{name="yosys-stat-area",unit="mm2"} 0.1079
chip_impl_metric{name="synth-warning-count",unit=""} 1
chip_impl_metric{name="finalSetupViolations",unit=""} 0
chip_impl_metric{name="cts_resized",unit=""} 0
chip_impl_metric{name="place_worst_setup_slack",unit="ps"} 8608
chip_impl_info{name="worst-setup-path-type",value="register to register"} 1
chip_impl_metric{name="antenna_found_initial",unit=""} 34
chip_impl_info{name="tritoncts",value="yes"} 1
chip_impl_metric{name="grtUsageTotal",unit="%"} 18.42
chip_impl_metric{name="dieHeight",unit="um"} 601.9
chip_impl_metric{name="starting_drc_count_in_detailed_routing",unit=""} 3968
worst reg2reg max path, delay by kind of cell (launching register included):
kind,cells,cell delay (ps)
compound gates,8,2200
xor+xnor,1,150
fa+ha+maj,7,3360
buf+inv,4,610
flops,1,860
simple gates,3,410
per-layer routing:
| layer | global-route usage, % | share of wire [%] | up-vias |
|---|---|---|---|
| met5 | 0.3832 | 0.086 | - |
| met4 | 3.079 | 2.1 | 20 |
| met3 | 8.784 | 12 | 356 |
| met2 | 25.81 | 41 | 3090 |
| met1 | 26.82 | 45 | 38590 |
| li1 | - | - | 36470 |
logic make-up (layout without fill, tap and decap cells):
kind of cell | count (synthesis) | after routing
multiplexers | 7 | 7
flip-flops | 616 | 616
AND/OR/NAND/NOR | 3767 | 3767
buffers and inverters | 2767 | 2791
other | 0 | 11
adder cells (fa/ha/maj) | 3010 | 3010
AND-OR/OR-AND | 1284 | 1284
XOR/XNOR | 437 | 437
through the flow:
stage	cells	hold WS (ps)	util [%]
2_1_floorplan	11890	420.4	-
3_3_place_gp	16520	442.9	32.49
3_5_place_dp	16520	443.1	32.49
4_1_cts	16660	456.1	33.29
5_1_grt	16670	473.3	33.29
6_report	16670	454.2	33.30
registers in the layout, indices dropped and copies added (netlist names), 34 cells and up:
name   flops
out       96
sum_C     50
sum_A     48
sum_B     48
sum_E     48
sum_D     34
layout by cell type (no fill, tap or decap), types with 87 or more instances in the layout:
cell type and count:
xnor2_1 241, nor2b_1 87, nor3_1 94, a21o_1 253, nand3_1 105, nor2_1 521
xor2_1 196, and2_1 1217, a21oi_1 380, o21ai_0 209, inv_1 2175, fa_1 1817
dfrtp_1 571, ha_1 1193, clkdlybuf4s50_1 286, nand2_1 1459, buf_4 178
layout make-up:
cell class / count / area share [%]
Multi-Input combinational cell: 8505 / 69.10
Sequential cell: 616 / 13.02
Inverter: 2178 / 6.884
Tap cell: 4751 / 5.000
Timing Repair Buffer: 467 / 3.578
Clock buffer: 101 / 1.842
Clock inverter: 45 / 0.5599
Antenna cell: 11 / 0.02315
final timing paths:
path	to	slack (ps)
min reg2reg	out[18]	450
max reg2reg	mul_B[28]	8470
max	mul_B[28]	8470
min in group asynchronous	mul_F[31]	2450
min	out[18]	450
max in group asynchronous	sum_D[65]	11330
report_power, final:
group / internal (mW) / switching [mW] / leakage, nW
Sequential: 1.95 / 0.346 / 8.12
Combinational: 4.10 / 6.67 / 50.8
Clock: 1.15 / 0.801 / 1.39
Total: 7.19 / 7.82 / 60.3
Power figures rest on the tool's default switching activity, not on a simulated workload.
